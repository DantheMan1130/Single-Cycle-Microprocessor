`config.mk`:
```
export PLATFORM = sky130hd
export DESIGN_NAME = JALMux
export DESIGN_NICKNAME = JALMux
export VERILOG_FILES = /design/flow/design.v
export SDC_FILE = /design/flow/constraint.sdc
export NUM_CORES = 4
export LEC_CHECK = 1
export CORE_AREA = 10 10 70 70
export DIE_AREA = 0 0 80 80
export SYNTH_HDL_FRONTEND = slang
```
`constraint.sdc`:
```
current_design JALMux

set clk_period 1.0
set clk_io_pct 0.2

create_clock -name clk0 -period $clk_period

set non_clock_inputs [all_inputs -no_clocks]
set_input_delay [expr $clk_period * $clk_io_pct] -clock clk0 $non_clock_inputs
set_output_delay [expr $clk_period * $clk_io_pct] -clock clk0 [all_outputs]
```
`design.v`:
```
`timescale 1ns / 1ps
module JALMux(input signed [31:0] PCPlus1, signed [31:0] Result,
				  input JAL,
				  output reg signed [31:0] JALMuxOut);
always @* begin
	if(JAL)
		JALMuxOut = PCPlus1;
	else
		JALMuxOut = Result;
end
endmodule
```
`run.sh`:
```
#!/bin/bash
# OpenROAD 26Q1-2900-gdf79404cd8, Yosys 0.63+post, stock flow scripts
make -C /OpenROAD-flow-scripts/flow DESIGN_CONFIG=/design/flow/config.mk WORK_HOME=/design/flow/orfs finish
```
==> flow_summary_export.csv <==
group,metric,value,unit
placed_design,pre_cts_slack,-0.4957,ns
critical_path,cp_cell_sequence,"buf_12, clkbuf_16, mux2_4, buf_6",
placed_design,portBuffers,97,
power,power.density,386.1,mW/mm²
critical_path,cp-end-kind,"output port",
global_route,antenna_found_initial,0,
sta,timing_hold_violations_final,0,
critical_path,slowest_delay,0.30,ns
sta,tightest_slew,0.08286,ns
die,initial_core_util,0.1593,
die,ios,97,
drt,drt_iter0_drc,6,
power,leakagePower,0.8314,nW
sta,period_minus_slack,1.088,ns
sta,holdWs,0.7935,ns
layout,flops,0,
drt,viasPerCell,3.689,
drt,via_count,664,
sta,rsz0062_at_grt,"yes",
yosys,syn_avg_cell_area,15.12,µm²
die,rows,21,
sta,drv_slew,0,
yosys,syn_inst,36,
power,peakVddDrop,0.0001724,V
yosys,yosysWarnings,0,
drt,dr.pass1.iters,2,
run,cap_viol_max_count,0,
global_route,grt_pass1_vias,699,
clock_tree,hold_buffers,0,
drt,drcViolationCount,0,
run_status,status,"finished with violations",
drt,routedWlPerCell,15.23,µm
global_route,grt_usage,0.07596,
global_route,grt_pass1_wl,3981,µm
die,die_y,80,µm
yosys,yosys_area,544.3,µm²
critical_path,path_class,"in2out",
layout,area.sequential,0,µm²
worst_hold_path,worstHoldPathType,"in2out",
sta,fin_crit_sh,1.088,
clock_tree,cts_setup_buffers,0,
layout,area_growth,178.9,%
drt,antenna_left,0,
critical_path,cp_max_fo,5,
layout,nFillCells,359,
yosys,syn-cell-area,544.3,µm²
global_route,grt-ovfl-total,0,
layout,drive_gt1_frac,0.5224,
die,die_w,80,µm
drt,num_antenna_cells,0,
critical_path,worstSetupStartpointType,"input pin",
power,total_power,0.5860,mW
placed_design,hpwl,2395,µm
critical_path,crit_arrival,0.89,ns
drt,routed_wl,2742,µm
critical_path,required,0.80,ns
sta,slew_headroom,0.9448,
global_route,grt_max_degree,12,
run,tool_warnings,34,
sta,fmax,918.8,MHz
yosys,synth.distinct_cells,4,
sta,timing.final.ws_setup,-0.08835,ns
layout,clkbuf_count,0,
yosys,synth_seq_share,0,
die,die-area,0.006400,mm²
yosys,ys_cells,36,
layout,logic_area,480.5,µm²
placed_design,gp_congestion,0.7752,
critical_path,slowest_stage,"mux2_4",
sta,finalSetupViolCount,32,
die,core,0.003416,mm²
run_status,violations,"setup timing",
path summary, 6_finish.rpt:
| check | startpoint | endpoint | slack [ns] | cells after the start |
|---|---|---|---|---|
| setup / recovery | JAL | JALMuxOut[18] | -0.09 | 4 |
| hold / removal | PCPlus1[26] | JALMuxOut[26] | 0.79 | 3 |
worst max-delay path, delay by kind of cell:
family	cells	cell delay, ns
mux	1	0.30
buf+inv	3	0.40
synth_stat cells, drive strengths merged:
cell type / n / area [µm²]
buf: 4 / 71.32
mux2: 32 / 473.0
power by group:
part | total [mW] | switching [mW] | leakage, nW | internal, mW
combinational | 0.586 | 0.129 | 0.831 | 0.457
sequential | 0 | 0 | 0 | 0
clock | 0 | 0 | 0 | 0
total | 0.586 | 0.129 | 0.831 | 0.457
layer usage:
metal  vias to the layer above  global-route usage  share of wire
met5                         -                   0              0
met4                         0                   0              0
met3                         0             0.03068           0.11
met2                        51              0.1332           0.49
met1                       279             0.08965           0.40
li1                        334                   -              -
area by class of cell:
cell class         count  area share
multi-input cells     32      0.3166
well taps             46     0.03792
repair buffers       102      0.6455
kinds of logic after synthesis:
group	synth area share
buf+inv	0.1310
mux	0.8690
per-stage QoR:
step,cells,utilization,setup TNS (ns),instance area [µm²]
floorplan,36,-,0,544.3
global placement,177,0.4462,-15.28,1524
detailed placement,177,0.4462,-15.32,1524
CTS,179,0.4297,-2.405,1468
global route,180,0.4443,-2.846,1518
finish,180,0.4443,-2.295,1518
timing repair:
item	4_1_cts	5_1_grt
gates resized	187	4
cloned	2	1
endpoints found under the setup margin	32	32
cell usage in the layout (no fill, tap or decap):
cell           Yosys  routed
buf_2              0      13
clkbuf_16          0       1
buf_16             0       2
buf_6              1      19
mux2_4            30      32
buf_12             3       3
dlygate4sd2_1      0      64
Power and IR drop assume default switching activity.
